==> design.v <==
module key_control (
    input wire sys_clk,
    input wire sys_rst_n,
    input wire [3:0] key,
    output reg [3:0] wave_select
);
    parameter sin_wave = 4'b0001,    
        squ_wave = 4'b0010,          
        tri_wave = 4'b0100,          
        saw_wave = 4'b1000;          
    wire key0;
    wire key1;
    wire key2;
    wire key3;
    always @(posedge sys_clk or negedge sys_rst_n) begin
        if (sys_rst_n == 1'b0)
            wave_select <= 4'b0000;
        else if (key0 == 1'b1)
            wave_select <= sin_wave;
        else if (key1 == 1'b1)
            wave_select <= squ_wave;
        else if (key2 == 1'b1)
            wave_select <= tri_wave;
        else if (key3 == 1'b1)
            wave_select <= saw_wave;
    end
    key_filter key_filter_inst0 (
        .sys_clk(sys_clk),
        .sys_rst_n(sys_rst_n),
        .key_in(key[0]),
        .key_flag(key0)
    );
    key_filter key_filter_inst1 (
        .sys_clk(sys_clk),
        .sys_rst_n(sys_rst_n),
        .key_in(key[1]),
        .key_flag(key1)
    );
    key_filter key_filter_inst2 (
        .sys_clk(sys_clk),
        .sys_rst_n(sys_rst_n),
        .key_in(key[2]),
        .key_flag(key2)
    );
    key_filter key_filter_inst3 (
        .sys_clk(sys_clk),
        .sys_rst_n(sys_rst_n),
        .key_in(key[3]),
        .key_flag(key3)
    );
endmodule
`timescale 1ns / 1ns
module key_filter#(
        parameter CNT_max = 20'd99_9999
    )
    (
        input wire sys_clk,
        input wire sys_rst_n, 
        input wire key_in,
        output reg key_flag
    ); 
    reg [19:0] cnt_20ms; 
    always @(posedge sys_clk or negedge sys_rst_n) begin
        if (sys_rst_n == 1'b0)
            cnt_20ms <= 20'b0;
        else if (key_in == 1'b1)
            cnt_20ms <= 20'b0; 
        else if (cnt_20ms == CNT_max && key_in == 1'b0)
            cnt_20ms <= cnt_20ms;
        else
            cnt_20ms <= cnt_20ms + 1'b1;
    end
    always @(posedge sys_clk or negedge sys_rst_n) begin
        if (sys_rst_n == 1'b0)
            key_flag <= 1'b0; 
        else if (cnt_20ms == CNT_max - 1'b1) 
            key_flag <= 1'b1;
        else
            key_flag <= 1'b0;  
    end
endmodule
==> run.sh <==
#!/bin/bash
# OpenROAD 26Q1-2900-gdf79404cd8, Yosys 0.63+post, stock flow scripts
make -C /OpenROAD-flow-scripts/flow DESIGN_CONFIG=/design/flow/config.mk WORK_HOME=/design/flow/orfs finish
==> config.mk <==
export PLATFORM = sky130hd
export DESIGN_NAME = key_control
export DESIGN_NICKNAME = key_control
export VERILOG_FILES = /design/flow/design.v
export SDC_FILE = /design/flow/constraint.sdc
export NUM_CORES = 4
export LEC_CHECK = 1
export CORE_UTILIZATION = 30
==> constraint.sdc <==
current_design key_control

set clk_period 3.3
set clk_io_pct 0.2

create_clock -name clk0 -period $clk_period [get_ports {sys_clk}]

set non_clock_inputs [all_inputs -no_clocks]
set_input_delay [expr $clk_period * $clk_io_pct] -clock clk0 $non_clock_inputs
set_output_delay [expr $clk_period * $clk_io_pct] -clock clk0 [all_outputs]
==> impl_metrics.yaml <==
# synthesis and place-and-route metrics
sta:
  skew_ps: 7.58
  worstMarginPinSlew_ps: 851
  fmax_ghz: 0.440
  hold_ws_ps: 389
  setup_viol: 0
  hold_viol: 0
  slew_headroom_pct: 42.7
  rsz0062_at_grt: "false"
  min_period_over_period_pct: 68.9
  fin_crit_ps: 2280
  setup_ws_ps: 1020
  drv_slew: 0
  final.setup.tns_ps: 0
placed_design:
  post_dp_cell_area_um2: 4860
  dp_cells: 661
  io_buffers: 9
  hpwlAfterDp_um: 5810
  gp_congestion: 0.802
  dpl_worst_slack_ps: 1060
run_status:
  status: "finished clean"
synthesis:
  ff_type: "dfrtp_1"
  ys_warn_count: 2
  ys_sh_aoi_pct: 11.9
  syn_area_per_cell_um2: 9.50
  syn-cell-area_um2: 4590
  synth.logic.top_family: "simple AND/OR/NAND/NOR gates"
  synthCells: 483
  synthXorXnorAreaFrac_pct: 4.58
  ys.flops: 88
  synthDistinctLibCells: 39
  synth.area.mux_share_pct: 2.94
  synthArstFlopShare_pct: 100
  top_area_share_pct: 48.0
  simple_gate_share_pct: 27.6
  common_cells: "88 x dfrtp_1, 45 x nor2_1, 41 x a21oi_1"
  yosys_cells: 483
  synthAdderAreaFrac_pct: 2.18
  top_cell: "dfrtp_1"
  edf_count: 0
  topCellsByArea: "dfrtp_1 48%, a21oi_1 4.5%, nor2_1 3.7%, nand3_1 3.2%, or3_1 3.0%"
  synth_area_leader_cell: "dfrtp_1"
  synth-area-yosys_um2: 4590
  synth_seq_share_pct: 48.0
clock_tree:
  cts.clk_slew.worst_paths_ps: 60
  cts.root.buffer_cell: "clkbuf_16"
  clock_sinks: 88
  cts_tree: "done"
  clk_latency_ps: 340
  cts_resized: 0
  cts_buffers: 9
  cts_max_path_buffers: 2
  htreeDepth: 3
  postCtsSetupBuffers: 0
  hold_buffers: 0
global_routing:
  grt_use_met2_pct: 17.8
  met1_usage_pct: 19.1
  grt_pass1_wl_um: 15700
  top_usage_layer: "met1"
  grt_use_total_pct: 12.1
  overflow: 0
  grt_max_degree: 61
  first_global_vias: 3366
  antenna_found_initial: 0
  grt_use_met3_pct: 2.81
power_and_ir_drop:
  peakVddDrop_v: 0.000261
  powerDensity_nw_per_um2: 429
  power.total_mw: 2.21
  p_leak_nw: 2.05
floorplan:
  die-width_um: 126
  die-area_um2: 15800
  row_count: 44
  io_pins: 10
  initial_core_util_pct: 31.1
  dieHeight_um: 126
  core-area_um2: 14800
setup_path:
  cp-start-kind: "register"
  cp_top_family: "simple AND/OR/NAND/NOR gates"
  crit_arrival_ps: 2500
  crit_type: "register to register"
  max_stage_delay_ps: 800
  critPathMaxFanout: 8
  slowest_stage: "nor4_1"
  path_cells: "ha_1 > nand3_1 > nor4_1 > nand3_1 > mux2_2"
  path_buffers: 0
  worst_ep_required_time_ps: 3520
  end_kind: "register"
  cp_common_cell: "nand3_1"
finish:
  area_growth_pct: 12.4
  fin_util_pct: 34.9
  fin_cells: 677
  drive_above_1_share_pct: 6.90
  stdcell_area_um2: 5160
routing:
  routed_wl_um: 8830
  vias: 3567
  final_antenna_net_count: 0
  drt-pass1-iter-count: 4
  route.detailed.drc: 0
  wl_per_cell_um: 13.0
  drtIter0Drc: 286
  n_antenna_cell: 0
  routed_via_density: 5.27
run:
  tool_warnings: 29
  max_cap_viol_count: 0
worst_hold_path:
  hp-class: "primary input to asynchronous set/reset pin"
worst reg2reg max path: stages, from the launching register on:
cell	delay (ps)
dfrtp_1	430
ha_1	240
nand3_1	220
nor4_1	800
nand3_1	170
mux2_2	310
kinds of logic after synthesis:
family | after synthesis
adder cells (fa/ha/maj) | 8
AND/OR/NAND/NOR | 222
multiplexers | 12
flip-flops | 88
XOR/XNOR | 24
buffers and inverters | 34
AND-OR/OR-AND | 95
layout make-up:
| class | instances | area (µm²) |
|---|---|---|
| Tap cell | 184 | 230 |
| Clock buffer | 13 | 260 |
| Inverter | 17 | 63.8 |
| Multi-Input combinational cell | 361 | 2260 |
| Fill cell | 1441 | 9600 |
| Sequential cell | 88 | 2200 |
| Clock inverter | 3 | 40.0 |
| Timing Repair Buffer | 11 | 103 |
power by group:
part           switching (mW)  leakage [nW]  internal [mW]
Sequential             0.0169          1.22           1.09
Combinational          0.0529         0.684         0.0225
Clock                   0.403         0.150          0.626
Total                   0.473          2.05           1.74
cells in the final DEF (no fill, tap or decap), types with 15 or more instances in the layout:
cell      n
nand3_1  29
nor2_1   45
a21oi_1  41
inv_1    17
nand2_1  25
dfrtp_1  88
o21ai_0  23
or3_1    22
nand4_1  18
xnor2_1  15
per-layer routing:
metal	share of wire, %	wire (µm)
met1	50	4450
met2	44	3930
met3	4.1	361
met4	1.1	96
met5	0	0
path summary, 6_finish.rpt:
path,from,endpoint,slack (ps),depth (start not counted)
max,key_filter_inst2.cnt_20ms[1],key_filter_inst2.cnt_20ms[18],1020,5
min,sys_rst_n,key_filter_inst3.cnt_20ms[13],390,1
max reg2reg,key_filter_inst2.cnt_20ms[1],key_filter_inst2.cnt_20ms[18],1020,5
min reg2reg,key_filter_inst2.key_flag,wave_select[3],470,1
max in group asynchronous,sys_rst_n,key_filter_inst2.cnt_20ms[3],2150,2
min in group clk0,key_filter_inst2.key_flag,wave_select[3],470,1
state kept, by name (all words and copies together), names as in the netlist:
name / cells
wave_select: 4
key_filter_inst1.key_flag: 1
key_filter_inst0.cnt_20ms: 20
key_filter_inst0.key_flag: 1
key_filter_inst2.key_flag: 1
key_filter_inst1.cnt_20ms: 20
key_filter_inst3.cnt_20ms: 20
key_filter_inst2.cnt_20ms: 20
key_filter_inst3.key_flag: 1
Power figures rest on the tool's default switching activity, not on a simulated workload.
